==> /design/flow/design.v <==
module fir_filter (
    data_in, data_out, clk, rst
);
    output[17:0] data_out;
    input[7:0] data_in;
    input clk, rst;
    parameter b0 = 8'b01010101;
    parameter b1 = 8'b01001111;
    parameter b2 = 8'b00000000;
    parameter b3 = 8'b01001111;
    parameter b4 = 8'b11111111;
    parameter b5 = 8'b01001111;
    parameter b6 = 8'b00000000;
    parameter b7 = 8'b01001111;
    parameter b8 = 8'b01010101;
    reg[17:0] ff_data[1:8];
    assign data_out = b0*data_in+b1*ff_data[1]+b2*ff_data[2]+b3*ff_data[3]+b4*ff_data[4]+b5*ff_data[5]+b6*ff_data[6]+b7*ff_data[7]+b8*ff_data[8];
    integer k;
    always @ (posedge clk)
        if (rst==1)
        begin
            for (k=1;k<=8;k=k+1)
            begin
                ff_data[k]<=0;
            end
        end
        else
        begin
          	ff_data[1]<=data_in;
            for (k=2;k<=8;k=k+1)
            begin
                ff_data[k]<=ff_data[k-1];
            end
        end
endmodule
==> /design/flow/run.sh <==
#!/bin/bash
# OpenROAD 26Q1-2900-gdf79404cd8, Yosys 0.63+post, stock flow scripts
make -C /OpenROAD-flow-scripts/flow DESIGN_CONFIG=/design/flow/config.mk WORK_HOME=/design/flow/orfs finish
==> /design/flow/config.mk <==
export PLATFORM = sky130hd
export DESIGN_NAME = fir_filter
export DESIGN_NICKNAME = fir_filter
export VERILOG_FILES = /design/flow/design.v
export SDC_FILE = /design/flow/constraint.sdc
export NUM_CORES = 4
export LEC_CHECK = 1
export CORE_UTILIZATION = 30
==> /design/flow/constraint.sdc <==
current_design fir_filter

set clk_period 12.3
set clk_io_pct 0.2

create_clock -name clk0 -period $clk_period [get_ports {clk}]

set non_clock_inputs [all_inputs -no_clocks]
set_input_delay [expr $clk_period * $clk_io_pct] -clock clk0 $non_clock_inputs
set_output_delay [expr $clk_period * $clk_io_pct] -clock clk0 [all_outputs]
==> CHANGELOG.md <==
## Flow update

* Status: finished, final reports clean
* Hold Vio Cnt, Final at 0
* Clock Tree Root: clkbuf_16
* Least-Margin Pin Slew at 534 ps
* Area leader, netlist: fa_1
* Total clock sinks at 64
* Warnings from Yosys at 2
* Data required time at the worst endpoint at 9840 ps
* Proportion of layout cells with a drive suffix above 1 at 0.0261
* Buffers inserted during post-CTS setup optimization at 0
* Violation count after the first detailed-route iteration at 194
* Startpoint-to-endpoint class of the critical path: input port to primary output
* Count of endpoints failing setup in the final report at 0
* Max-cap violation count at 0
* PD cells at 229 mW/mm^2
* First-pass GRT wire length at 35,000 um
* Core outline area at 0.0348 mm^2
* CP Data Arrival Time at 9190 ps
* DRT Wirelength at 20,800 um
* First-pass detailed-route iteration total at 6
* Port-buffer cells at 27
* Count of unique library cells instantiated by Yosys at 39
* Max-slew violations at 0
* Cells after synthesis at 994
* Top-area cell share at 0.471
* Largest registers in the final layout: ff_data: 64 flops
* Most frequent logic cells in the routed design: 359 x inv_1, 251 x fa_1, 171 x ha_1
* Crit path launch type: input port
* I/O pin count at 28
* Yosys stat chip area at 0.0107 mm^2
* Post-Syn Area at 0.0107 mm^2
* # fillers at 3,428
* IR Drop Worst-Case VDD at 0.000423 V
* Dpl hpwl at 18,900 um
* Highest-count logic cell in the final layout: inv_1
* Number of cells upsized or downsized after cts at 0
* Final GP Congestion at 0.914
* Flip-flop count of the largest register after layout at 64
* RSZ-0062 raised after global routing: false
* Type of the worst min-delay path: flip-flop to flip-flop
* Share of the yosys chip area belonging to registers at 0.120
* Clock tree from TritonCTS: yes
* Most area-consuming cells after synthesis: fa_1 47%, ha_1 20%, inv_1 13%
* Synthesized registers at 64
* Final worst hold slack at 432 ps
* Critical-path maximum fanout at 4
* Die outline height at 191 um
* Final clock skew at 7.03 ps
* Cell Count, Final, Fillers Out at 1,488
* Via Count at 6,154
* Grt total ovfl at 0
* Post-DRT Antenna Nets at 0
* Antenna violations before repair at 0
* Via count of the first global-routing pass at 6,579
* Ant diodes at 0
* CTS Buf Count at 9
* Fp_density at 0.307
* Die x size at 191 um
* Dominant Register Cell: dfxtp_1
* Final critical path time including I/O delays and setup at 11,650 ps
* Post-detailed-route via-to-cell ratio at 4.14
* Clock latency on the worst-skew pair at 340 ps
* Number of placed instances with taps included at 1,472
* # Cells Yosys at 994
* Chip area at 0.0363 mm^2
* Total DRC errors in the routed layout at 0
* Number of H-tree branching levels at 3
* Setup TNS at 0 ps
* Placement row count at 68
* EDFF count, synth at 0
* Lkg Pwr at 6.19 nW
* Maximum number of pins on one net before global-route repair at 41
* Largest register by flop count: ff_data
* Tcrit/Tclk final at 0.947
* Async set or reset register ratio after synthesis at 0
* Slew HR at 0.644
* Maximum clock insertion buffer count at 2
* Mean routed wirelength per cell at 14.0 um
* Nature of the critical path endpoint: primary output
* Area growth from synthesis to layout at 10.9%
* Post-synthesis average cell area at 10.7 um^2
* Fmax at 85.8 MHz
* Reg clk slew, reported paths at 60 ps
* Number of warnings in the stage logs at 37
* Gr usage total at 0.134
* Number of hold buffers added after cts at 0
report_power, final:
| group | leakage [nW] | switching, W | internal (W) | total, W |
|---|---|---|---|---|
| Clock | 0.157 | 0.000108 | 0.000180 | 0.000288 |
| Sequential | 0.520 | 0.00000776 | 0.000211 | 0.000219 |
| Combinational | 5.51 | 0.00102 | 0.00119 | 0.00220 |
synth_stat cells, types with 2 or more instances:
cell / count
nor2_1: 32
o21ai_0: 2
dfxtp_1: 64
a21o_1: 3
xnor2_1: 7
o21a_1: 2
a21oi_1: 11
nand2_1: 7
xor2_1: 5
clkbuf_1: 6
fa_1: 251
nor2b_1: 40
o21ai_1: 4
inv_1: 359
o211ai_1: 3
ha_1: 171
a31oi_1: 3
nand3_1: 3
stage by stage:
stage | setup WS (ps) | power [W] | cell area [um^2] | util
detailed placement | 686 | 0.00246 | 11500 | 0.330
global placement | 714 | 0.00245 | 11500 | 0.330
floorplan | 2020 | 0.00156 | 10700 | -
global route | 383 | 0.00304 | 11800 | 0.340
finish | 646 | 0.00271 | 11800 | 0.340
CTS | 651 | 0.00276 | 11800 | 0.340
cell type report:
class,instances,area [um^2],share of cell area
Clock buffer,9,225,0.0190
Clock inverter,7,103,0.00868
Inverter,359,1350,0.114
Multi-Input combinational cell,564,8010,0.678
Sequential cell,64,1280,0.108
Tap cell,455,569,0.0481
Timing Repair Buffer,30,288,0.0243
path summary, 6_finish.rpt:
path	startpoint	end	slack, ps	cells past startpoint
worst max-delay path	data_in[5]	data_out[11]	650	21
worst min-delay path	ff_data[2][2]	ff_data[3][2]	430	1
worst max register to register	ff_data[4][2]	ff_data[5][2]	11340	2
worst min register to register	ff_data[2][2]	ff_data[3][2]	430	1
critical path: stages:
cell	delay, ps
clkdlybuf4s50_1	580
ha_1	280
ha_1	310
fa_1	500
fa_1	500
inv_1	60
fa_1	530
inv_1	50
fa_1	480
fa_1	500
fa_1	480
inv_1	40
fa_1	470
inv_1	40
ha_1	330
a21oi_1	190
o21ai_1	130
o21ai_1	200
or4b_1	450
o311ai_1	100
clkdlybuf4s50_1	510
cells by family (layout without fill, tap and decap cells):
family | after synthesis | count (layout) | synth area share
compound gates | 43 | 43 | 0.0279
xor+xnor | 12 | 12 | 0.00985
flops | 64 | 64 | 0.120
fa+ha+maj | 422 | 422 | 0.672
buf+inv | 366 | 405 | 0.129
simple gates | 87 | 87 | 0.0418
layer usage:
layer	global-route usage	up-vias	share of wire
li1	-	2937	-
met1	0.192	3050	0.42
met2	0.207	152	0.48
met3	0.0496	15	0.083
met4	0.0145	0	0.014
met5	0	-	0
Power figures rest on the tool's default switching activity, not on a simulated workload.
