[./config.mk]
export PLATFORM = sky130hd
export DESIGN_NAME = Chevychev_highpass
export DESIGN_NICKNAME = Chevychev_highpass
export VERILOG_FILES = /design/flow/design.v
export SDC_FILE = /design/flow/constraint.sdc
export NUM_CORES = 4
export LEC_CHECK = 1
export CORE_UTILIZATION = 40
[./constraint.sdc]
current_design Chevychev_highpass

set clk_period 19.5
set clk_io_pct 0.2

create_clock -name clk0 -period $clk_period [get_ports {clk}]

set non_clock_inputs [all_inputs -no_clocks]
set_input_delay [expr $clk_period * $clk_io_pct] -clock clk0 $non_clock_inputs
set_output_delay [expr $clk_period * $clk_io_pct] -clock clk0 [all_outputs]
[./design.v]
module Chevychev_highpass (
    data_in, data_out, clk, rst
);
  output[17:0] data_out;
    input[7:0] data_in;
    input clk, rst;
    parameter b0 = 8'b10000001;
    parameter b1 = 8'b01110110;
    parameter b2 = 8'b10100100;
    parameter b3 = 8'b00101011;
    parameter b4 = 8'b11111111;
    parameter b5 = 8'b00000000;
    parameter b6 = 8'b11010100;
    parameter b7 = 8'b01011011;
    parameter b8 = 8'b10001001;
    parameter b9 = 8'b01111110;
    parameter a1 = 8'b00000000;
    parameter a2 = 8'b11111111;
    parameter a3 = 8'b00010010;
    parameter a4 = 8'b10111110;
    parameter a5 = 8'b01011101;
    parameter a6 = 8'b01110011;
    parameter a7 = 8'b01100100;
    parameter a8 = 8'b01010101;
    parameter a9 = 8'b01010101;
    wire[17:0] data_feedforward;
    wire[17:0] data_feedback;
    reg[17:0] ff_data[1:9];
    reg[17:0] fb_data[1:9];
    assign data_feedforward = b0*data_in+b1*ff_data[1]+b2*ff_data[2]+b3*ff_data[3]+b4*ff_data[4]+b5*ff_data[5]+b6*ff_data[6]+b7*ff_data[7]+b8*ff_data[8]+b9*ff_data[9];
    assign data_feedback = a1*fb_data[1]+a2*fb_data[2]+a3*fb_data[3]+a4*fb_data[4]+a5*fb_data[5]+a6*fb_data[6]+a7*fb_data[7]+a8*fb_data[8]+a9*fb_data[9];
    assign data_out = (data_feedforward - data_feedback);
    integer k;
    always @ (posedge clk)
        if (rst==1)
        begin
            for (k=1;k<=9;k=k+1)
            begin
                ff_data[k]<=0;
                fb_data[k]<=0;
            end
        end
        else
        begin
            ff_data[1]<=data_in;
            fb_data[1]<=data_out;
            for (k=2;k<=9;k=k+1)
            begin
                ff_data[k]<=ff_data[k-1];
                fb_data[k]<=fb_data[k-1];
            end
        end
endmodule
[./run.sh]
#!/bin/bash
# OpenROAD 26Q1-2900-gdf79404cd8, Yosys 0.63+post, stock flow scripts
make -C /OpenROAD-flow-scripts/flow DESIGN_CONFIG=/design/flow/config.mk WORK_HOME=/design/flow/orfs finish
==> results.txt <==
Notes on the physical design

The run finished with clean final reports. Global routing used 19.9% of the available tracks across all layers.

Setup repair after global routing left no endpoint under its margin. In this run the clock root is driven by a clkbuf_16. The timing-limited maximum frequency is 60.3 MHz. At the placement stage, the worst setup path has a slack of 3050 ps. After the first detailed-routing iteration, the DRC count stood at 494. The via count of the first global-routing pass is 20,600.

The level count of the clock H-tree is 2. For this design, Yosys synthesis ends with a cell count of 3,057. Using the TritonRoute via totals, the vias-per-cell ratio works out to 4.37. The dominant logic cell type in the layout is inv_1. After clock tree synthesis, the repair step resized 0 gates. The routing layer with the top usage in global route is met2. The post-synthesis cell count is 3,057. After routing, the total negative slack on setup checks comes to 0 ps. The post-route fraction of the period consumed by the critical path is 85.0%. Counting every sink on the clock net gives 234.

The largest fanout on the critical path is 4. The cell seen most often among critical-path stages is fa_1. The final timing report derives a shortest allowable period of 16,570 ps. The source of the worst register-to-register timing path is fb_data[4][2]. The distinct cell type count after synthesis is 38. Setup slack closes at about 2900 ps. Across all hold checks on the routed design, the worst slack comes to around 430 ps. Endpoints with negative setup slack in the final report add up to 0. The wire length of the first global-routing pass is 116,000 um. Per the final layout report, the fraction of cells sized above drive strength 1 comes to approximately 2.1%. The number of setup buffers added after CTS is 0.

On the critical path the data arrives at around 13,000 ps. The warning total across the stage logs is 41. Counting the buffers created by CTS gives 35.

The delay contributed by the slowest stage of the critical path is 660 ps. The placed wire-length estimate is 63,000 um. The worst min-delay path class is register to register. Looking at the clock tree report, the maximum root-to-sink buffer count equals 3. Before placement the cells fill 40.4% of the core. The number of ports placed on the die boundary is 28. Hold analysis shows the worst path with a depth of 1. The report counts max-capacitance violations totalling 0.

The placement row count is 104. The count of TritonRoute iterations in the first routing pass is 6. The chip area in the Yosys report is 32,500 sq um. According to the floorplan report, the placeable core area is 80,500 sq um. The worst-margin pin slew is 871 ps. The horizontal extent of the die is 287 um.

After routing the design area is 35,300 sq um. The cell area that synthesis handed to floorplanning was between 30,000 and 40,000 sq um. The met2 track demand over resource is a little under a third. Counting both buffers and inverters, the worst setup path holds a total of 6.

The worst setup path is captured at a primary output. Port buffering added 27 buffers.

The startpoint of the tightest hold check path is ff_data[5][0]. The final estimated routing congestion in global placement is 0.931. The end of the worst hold path is ff_data[6][0]. On the critical path the largest part of the delay comes from adder cells. The placed instances occupy a cell area of 34,100 sq um.

Leaving out fill and tap cells, the most frequent cells in the layout are inv_1 (981), fa_1 (667), ha_1 (542). The final-report hold violation count is 0. For met1 alone, demand over resource in global routing was 28.2%. The area added between synthesis and finish is 8.44%. The final worst clock skew is 33.0 ps. The number of storage elements in the synthesis netlist is approximately 230.

The async set-reset flop share out of synthesis is 0%. The number of design rule violations left after detail routing is 0. The count of warnings emitted by yosys is 3. Per the synth stats, the flop cell with the highest instance count is dfxtp_1. The via count is 18,300. In the final routed layout, each cell accounts on average for 16.9 um. In the CTS report, the clock slew at the register clock pins of the worst setup and hold paths is listed as roughly 50 ps. STA shows the worst reg2reg path with a cell count of ~40. The report puts the hold buffer count at CTS at 0.

The maximum number of pins on one net before global-route repair is 76. The number of max-slew violations in the final report is 0. The floorplan die height is 287 um. Dividing the synthesized area by the synthesized cell count gives about 11 sq um. Checking max transition, the worst relative margin is 41.5%. The worst setup path is launched from a register. The cell type of the slowest stage on the worst timing path is clkdlybuf4s50_1. The number of antenna violations at the first check in global routing is 0. The kind of critical path is register to primary output.

For met3 alone, demand over resource in global routing was 7.87%. The routed wire length is 70,500 um. TritonCTS built the clock tree.

The required time of the worst setup path is about 16,000 ps. The number of flops mapped to enable cells by yosys is 0. Per the OpenROAD floorplan log, the area of the die is 82,500 sq um.

Global routing finished with a remaining overflow of 0. In this run the critical register-to-register path is captured at fb_data[1][17]. For the worst-skew pair, the clock arrives at the later sink with an insertion delay of roughly 560 ps. After synthesis, flip-flops and latches occupy 14.4% of the total area.

The number of routed nets with antenna violations is 0. The filler cell count in the final layout is 7,516.
metrics by stage:
stage               util (%)  std cells
finish                  43.8       4183
global route            43.8       4182
CTS                     43.8       4182
detailed placement      42.3       4120
global placement        42.3       4120
floorplan                  -       3057
layer usage:
metal,wire [um],up-vias
met2,32300,395
met3,6510,74
li1,-,9037
met4,2160,0
met5,0,-
met1,29600,8779
cells by family (layout without fill, tap and decap cells):
logic type | after synthesis | after routing | share of synthesized area (%)
AOI/OAI and AO/OA | 140 | 140 | 2.65
DFF | 234 | 234 | 14.4
and+or+nand+nor | 305 | 305 | 5.02
xor gates and xnor gates | 161 | 161 | 4.40
buffers and inverters | 1008 | 1073 | 11.6
other | 0 | 1 | 0
adders and majority gates | 1209 | 1209 | 61.9
worst max path at each step:
stage | end | start | cells after the start | slack, ps
CTS | data_out[17] | fb_data[4][2] | 40 | 2830
global route | data_out[17] | fb_data[4][4] | 40 | 2310
finish | data_out[17] | fb_data[4][2] | 40 | 2930
area by class of cell:
type	instances	area, sq um	area share (%)
Antenna cell	1	2.50	0.00709
Clock buffer	45	973	2.76
Clock inverter	17	246	0.699
Inverter	981	3680	10.4
Multi-Input combinational cell	1815	24100	68.2
Sequential cell	234	4680	13.3
Tap cell	1060	1330	3.76
Timing Repair Buffer	30	297	0.841
registers in the layout, indices dropped and copies added, names as in the netlist:
| register | count |
|---|---|
| ff_data | 72 |
| fb_data | 162 |
synth_stat cells (all sizes together), types with 2 or more instances:
library cell,count,area (sq um)
inv,981,3680
fa,667,13400
ha,542,6780
dfxtp,234,4680
nor2b,175,1090
xnor2,130,1150
nor2,88,330
a21oi,59,295
xor2,30,263
o21ai,24,120
o21bai,24,180
clkbuf,22,82.6
nand2,17,63.8
a21o,13,97.6
nand2b,10,62.6
o21a,6,45.0
buf,5,18.8
nand3,5,25.0
nor3,5,25.0
a21boi,2,15.0
o2111ai,2,17.5
o41a,2,22.5
or2,2,12.5
